--- flow/run.sh ---
#!/bin/bash
# OpenROAD 26Q1-2900-gdf79404cd8, Yosys 0.63+post, stock flow scripts
make -C /OpenROAD-flow-scripts/flow DESIGN_CONFIG=/design/flow/config.mk WORK_HOME=/design/flow/orfs finish
--- flow/config.mk ---
export PLATFORM = sky130hd
export DESIGN_NAME = execute
export DESIGN_NICKNAME = execute
export VERILOG_FILES = /design/flow/design.v
export SDC_FILE = /design/flow/constraint.sdc
export NUM_CORES = 4
export LEC_CHECK = 1
export CORE_AREA = 10 10 244 244
export DIE_AREA = 0 0 254 254
--- flow/constraint.sdc ---
current_design execute

set clk_period 26.2
set clk_io_pct 0.2

create_clock -name clk0 -period $clk_period

set non_clock_inputs [all_inputs -no_clocks]
set_input_delay [expr $clk_period * $clk_io_pct] -clock clk0 $non_clock_inputs
set_output_delay [expr $clk_period * $clk_io_pct] -clock clk0 [all_outputs]
--- flow/design.v ---
module adder #(parameter N = 64)
					(input logic [N-1:0] a, b,
					output logic [N-1:0] y);
	assign y = a + b;
endmodule
module alu (input logic [63:0] a, b,
				input logic [3:0] ALUControl, 
				output logic [63:0] result, 
				output logic zero);
	always_comb 
		begin
			zero = 0; 
			case(ALUControl) 
				4'b0000: result = a & b;
				4'b0001: result = a | b;
				4'b0010: result = a + b;
				4'b0110: result = a - b;
				4'b0111: result = b;
				default: result = 64'b1;
			endcase					
			if (result == 0) begin 
				zero = 1;
			end
		end
endmodule
module execute (input logic AluSrc, 
					 input logic [3:0] AluControl, 
					 input logic [63:0] PC_E, signImm_E, readData1_E, readData2_E, 
					 output logic [63:0] PCBranch_E, aluResult_E, writeData_E, 
					 output logic zero_E); 
	logic [63:0] mux2_output, sl2_output; 
	mux2 MUX(readData2_E, signImm_E, AluSrc, mux2_output); 
	sl2 ShiftLeft2(signImm_E, sl2_output);
	adder Add(PC_E, sl2_output, PCBranch_E); 
	alu ALU(readData1_E, mux2_output, AluControl, aluResult_E, zero_E); 
	assign writeData_E = readData2_E;
endmodule
module mux2 #(parameter N = 64)
				(input logic [N-1:0] d0, d1,
				input logic s,
				output logic [N-1:0] y);
	assign y = s ? d1 : d0;
endmodule
module sl2 #(parameter N = 64)
				(input logic [N-1:0] a,					
				output logic [N-1:0] y);
	assign y[0] = 1'b0;
	assign y[1] = 1'b0;
	assign y[N-1:2] = a[N-3:0];
endmodule
==> flow_summary.json <==
{
  "grt_setup_unrepaired": "no",
  "gr-usage-met1_pct": 26.3,
  "syn_inst": 1910,
  "critPathTopFamily": "simple AND/OR/NAND/NOR gates",
  "grt_usage_pct": 22.6,
  "post-cts-setup-buffers": 0,
  "grt_max_degree": 68,
  "io_buffers": 450,
  "yosys_area_sq_mm": 0.0126,
  "wirelength_microns": 75100,
  "cts_hold_buf": 0,
  "synth_seq_share_pct": 0,
  "lay_top_count": "clkdlybuf4s50_1",
  "antenna_found_initial": 12,
  "worstPathArrival_ns": 12.45,
  "hpwlAfterDp_microns": 65700,
  "vdd_drop_max_uv": 11.1,
  "min_period_ns": 17.69,
  "first_pass_iters": 9,
  "combinationalPowerShare_pct": 100.0,
  "core_sq_mm": 0.0540,
  "crit_type": "in -> out",
  "hold_viol": 0,
  "final_area_sq_mm": 0.0172,
  "maxSlewHeadroom_pct": 31.9,
  "die_h_microns": 254,
  "gr-total-overflow": 0,
  "nClkBuffers": 0,
  "ios": 454,
  "fp_util_pct": 23.3,
  "cp.required_ns": 20.96,
  "synthToLayoutAreaGrowth_pct": 36.4,
  "synthesis.area_sq_mm": 0.0126,
  "end_kind": "output port",
  "tool_warnings": 34,
  "maxCapViolCount": 0,
  "p_clk_share_pct": 0,
  "use_met2_pct": 39.5,
  "fmax_mhz": 56.5,
  "crit_top_cell": "nand4_1",
  "flop_area_sq_um": 0,
  "grt_pass1_vias": 15900,
  "p_int_uw": 215,
  "placed_cell_area_sq_mm": 0.0172,
  "drc": 0,
  "dieWidth_microns": 254,
  "switchingPower_uw": 248,
  "layout-drive-gt1-share_pct": 4.70,
  "wl_per_cell_microns": 25.8,
  "dieArea_sq_mm": 0.0645,
  "vias_per_cell": 5.54,
  "syn_area_per_cell_sq_um": 6.59,
  "busiest_layer": "met2",
  "startpoint": "AluSrc",
  "p_sw_share_pct": 53.6,
  "nFillCells": 5795,
  "cpMaxStageDelayCell": "nor4_1",
  "std_cell_rows": 85,
  "pwr_density_cell_mw_per_mm2": 27.0,
  "synth_cell_types": 96,
  "yosys_cells": 1910,
  "drv_slew": 0,
  "worstSetupStartpointType": "primary input",
  "flop-count": 0,
  "postRouteAntennaNets": 0,
  "leakage_uw": 0.00683,
  "p_seq_share_pct": 0,
  "grt_pass1_wl_microns": 107000,
  "finalSetupViolations": 0,
  "via_count": 16100,
  "gp_congestion": 1.00,
  "crit_path_max_fanout": 67,
  "instances_no_fill": 2911,
  "crit_buf_inv": 2,
  "cts_resized": 0,
  "place_inst": 2909,
  "min_path_type": "in -> out",
  "fin_tns_setup_ns": 0,
  "ys_warn_count": 1,
  "tightest_slew_ns": 1.01,
  "final_cell_mix": "clkdlybuf4s50_1 (449), nand2_1 (221), a21oi_1 (188)",
  "drt_iter0_markers": 1062,
  "cpPeakStageDelay_ns": 0.80,
  "grtUsageMet3_pct": 6.23,
  "status": "finished clean",
  "hold_start": "PC_E[0]",
  "finalClockPeriodUsage_pct": 67.5
}
==> per-stage QoR <==
stage | power (uW) | hold WS, ns | worst slack (ns) | util [%]
final | 464 | 10.48 | 8.51 | 31.8
after global routing | 503 | 10.48 | 8.01 | 31.8
after CTS | 464 | 10.48 | 8.74 | 31.8
after detailed placement | 460 | 10.48 | 8.76 | 31.8
after global placement | 464 | 10.48 | 8.87 | 31.8
after floorplan | 251 | 10.55 | 10.64 | -
==> area by class of cell <==
class	count	area, sq um	share of cell area, %
Antenna cell	2	5.00	0.0291
Inverter	45	169	0.983
Multi-Input combinational cell	1700	11500	66.9
Tap cell	696	871	5.07
Timing Repair Buffer	468	4640	27.0
==> metal layers <==
layer | share of wire [%] | routed length [microns] | vias to the layer above
met3 | 10 | 7620 | 130
met5 | 0.15 | 115 | -
met2 | 48 | 36000 | 803
met1 | 38 | 28800 | 7515
li1 | - | - | 7660
met4 | 3.4 | 2550 | 20
==> cell usage after synthesis (all sizes together) (12+ instances only) <==
library cell / number / area, sq um
nand2: 221 / 830
a21oi: 190 / 966
o21ai: 166 / 831
nor2: 147 / 552
ha: 127 / 1590
buf: 94 / 664
xnor2: 94 / 831
a21o: 80 / 601
clkbuf: 71 / 277
nor3: 61 / 325
mux2i: 58 / 618
xor2: 57 / 499
inv: 45 / 169
nand4: 39 / 244
nand3: 36 / 180
a31oi: 32 / 200
a211oi: 28 / 220
o21bai: 24 / 180
mux2: 23 / 259
o31ai: 23 / 196
and3: 22 / 138
nor2b: 21 / 131
nor3b: 18 / 176
o21a: 17 / 128
nor4: 16 / 130
o22ai: 16 / 100
nand2b: 14 / 87.6
or2: 14 / 87.6
and2: 13 / 81.3
a21boi: 12 / 90.1
or3: 12 / 85.1
==> final timing paths <==
path	to	cells after the start
max	zero_E	25
min	PCBranch_E[0]	0
==> logic make-up (layout without fill, tap and decap cells) <==
logic type      count (synthesis)  in the layout  share of synthesized area [%]
simple gates                  660            660                           26.1
xor+xnor                      151            151                           10.6
compound gates                677            677                           34.5
mux                            81             81                           6.96
fa+ha+maj                     131            131                           13.1
buf+inv                       210            513                           8.81
other cells                     0              2                              0
==> power groups by stage <==
| stage | registers (uW) | logic [uW] | clock network [uW] |
|---|---|---|---|
| 4_1_cts | 0 | 464 | 0 |
| 5_1_grt | 0 | 503 | 0 |
| 6_report | 0 | 464 | 0.0000102 |
Power figures rest on the tool's default switching activity, not on a simulated workload.
