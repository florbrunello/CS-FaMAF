### ./config.mk
export PLATFORM = sky130hd
export DESIGN_NAME = fetch
export DESIGN_NICKNAME = fetch
export VERILOG_FILES = /design/flow/design.v
export SDC_FILE = /design/flow/constraint.sdc
export NUM_CORES = 4
export LEC_CHECK = 1
export CORE_UTILIZATION = 50
### ./constraint.sdc
current_design fetch

set clk_period 12.9
set clk_io_pct 0.2

create_clock -name clk0 -period $clk_period [get_ports {clk}]

set non_clock_inputs [all_inputs -no_clocks]
set_input_delay [expr $clk_period * $clk_io_pct] -clock clk0 $non_clock_inputs
set_output_delay [expr $clk_period * $clk_io_pct] -clock clk0 [all_outputs]
### ./design.v
module adder #(parameter N = 64)
					(input logic [N-1:0] a, b,
					output logic [N-1:0] y);
	assign y = a + b;
endmodule
module fetch (input logic PCSrc_F, clk, reset, 
				  input logic [63:0] PCBranch_F, 
				  output logic [63:0] imem_addr_F); 
	logic [63:0] mux2_output, adder_output;
	logic [63:0] adder_input = 64'd4;
	mux2 MUX(adder_output, PCBranch_F, PCSrc_F, mux2_output); 
	flopr PC(clk, reset, mux2_output, imem_addr_F);
	adder Add(imem_addr_F, adder_input, adder_output);
endmodule
module flopr #(parameter N = 64)
				  (input logic clk, reset,
					input logic [N-1:0] d,
					output logic [N-1:0] q);
	always_ff @(posedge clk, posedge reset)
		if (reset) q <= 'b0;
		else q <= d;
endmodule
module mux2 #(parameter N = 64)
				(input logic [N-1:0] d0, d1,
				input logic s,
				output logic [N-1:0] y);
	assign y = s ? d1 : d0;
endmodule
### ./run.sh
#!/bin/bash
# OpenROAD 26Q1-2900-gdf79404cd8, Yosys 0.63+post, stock flow scripts
make -C /OpenROAD-flow-scripts/flow DESIGN_CONFIG=/design/flow/config.mk WORK_HOME=/design/flow/orfs finish
==> out/metrics.csv <==
metric,value,unit
half-perimeter wire length after placement,6.861,mm
Longest Clk Path Bufs,2,
CP max stage cell,inv_1,
Syn Area/Cell,8.547,µm²
Multi-input gate area,1963,µm²
tool warnings,26,
CTS tree,done,
Setup Buffers After CTS,0,
max_slew headroom,43.47,%
Chip Width,87.44,µm
Inst Count DP,639,
area added between synthesis and finish,42.37,%
PwrDens,94.06,nW/µm²
Yosys Instances,427,
Final Wtd Congestion,0.8638,
Largest regs,PC.q (64),
CP peak stage delay,0.58,ns
CP startpoint kind,primary input,
PostCTS Resize Cnt,0,
total congestion overflow,0,
final-report max-slew violation count,0,
cell family with most CP delay,buffers and inverters,
Init Core Util,52.84,%
gr usage total,26.67,%
clock insertion delay at the later pin of the skew report,0.34,ns
sw frac,26.84,%
maximum clock rate,246.9,MHz
row cnt,30,
Logic pwr share,20.4,%
Reg with most FFs,PC.q,
Leakage,1.952,nW
CTS buffer count,9,
Clock transition at path regs,0.07,ns
final setup fails,0,
Top cell excl fill/tap,clkdlybuf4s50_1,
clock power share,28.8,%
peak supply drop,0.00005536,V
synthesized cell area,3650,µm²
minimum clock period,4.051,ns
final setup TNS,0,ns
fin area,5196,µm²
vias in the first global route,3334,
core footprint,6907,µm²
Syn. warnings,2,
max reg flops,64,
RSZ-0062 raised after global routing,false,
IO Count,131,
routed length per instance,14.71,µm
yosys stat area,3650,µm²
drt drc,0,
drt initial violations,252,
critical path class,primary input to flop,
CP Data Required Time,13.12,ns
clk sinks,64,
H-tree levels,3,
part of the power in registers,50.8,%
internal power,0.3576,mW
Fillers,503,
Post-Syn Instances,427,
Hold WC Path Type,flop to flop,
most common logic cells in the final layout,"clkdlybuf4s50_1, nand2_1, dfrtp_1",
antenna violations before repair,0,
DR pass1 iterations,5,
n_diodes,0,
"Hold-fix buffers, CTS",0,
Slew @ Worst Pin,0.8471,ns
IO buf count,130,
NetSw,0.1312,mW
crit path DAT,4.27,ns
"flops & latches, synth",64,
register share after synthesis,43.88,%
Clock Skew,0.009338,ns
post-route insts no fill,651,
layout cells sized above 1,5.405,%
via total after detailed routing,3652,
CTS Root Cell,clkbuf_8,
CP Capture Type,flop,
vias per cell,5.610,
run status,completed,
WL final,9.573,mm
Final Hold Vio Count,0,
largest net degree at the start of global routing,65,
first-pass GRT wire length,15.72,mm
full die area,7645,µm²
Die Y,87.44,µm
worst-path cell chain,"buf_2, inv_1, nand2_1, mux2i_1, or2_2",
Tcrit/Tclk final,31.40,%
Worst Path Buf+Inv,2,
Max-Cap Viols,0,
Placement Cell Area,5049,µm²
hold slack,0.5149,ns
Critical Path Fanout Max,45,
Reg area,1602,µm²
ANT nets after route,0,
Yosys cell types,32,
## worst reg2reg max path, cell delays in order (launching register included)
cell and delay, ns:
dfrtp_1 0.45, nand4_1 0.27, or4b_1 0.73, or4_4 0.61
or4_1 0.41, a31oi_1 0.17
## synthesized netlist by cell type (all sizes together)
cell type	n	area, µm²
and2	1	6.260
a21oi	2	10.01
ha	1	12.51
or4b	1	10.01
o21ai	52	260.3
nand4	26	168.9
mux2	5	56.30
and3	8	50.05
or2	1	6.260
nand3	31	155.2
nor3	8	40.04
or3	8	50.05
nor2	29	108.9
nand4b	1	8.760
xor2	27	236.5
nand2	69	259.0
dfrtp	64	1602
a31oi	12	75.07
inv	8	30.03
nor4	12	75.07
mux2i	2	20.02
buf	1	5.000
clkbuf	18	67.56
a211o	1	8.760
nor2b	1	6.260
o31ai	5	37.54
xnor2	17	148.9
a221o	1	10.01
or4	8	63.81
and4	7	61.31
## logic make-up (layout without fill, tap and decap cells)
| family | count (synthesis) | in the layout | share of synthesized area, % |
|---|---|---|---|
| simple gates | 211 | 211 | 29.31 |
| compound gates | 73 | 73 | 11.00 |
| flops | 64 | 64 | 43.88 |
| xor+xnor | 44 | 44 | 10.56 |
| buf+inv | 27 | 155 | 2.811 |
| mux | 7 | 7 | 2.091 |
| fa+ha+maj | 1 | 1 | 0.3428 |
## path summary, 6_finish.rpt
path,startpoint,endpoint,slack [ns],cells past startpoint
max,PCSrc_F,PC.q[57],8.85,5
min,PC.q[0],PC.q[0],0.51,1
max reg2reg,PC.q[23],PC.q[55],10.19,5
min reg2reg,PC.q[0],PC.q[0],0.51,1
max in group asynchronous,reset,PC.q[41],9.58,3
min in group asynchronous,reset,PC.q[6],2.80,3
## routing by layer
metal  vias up  wire [µm]  GRT usage, %
li1       1803          -             -
met1      1699       4376         42.11
met3        18        593         3.269
met2       132       4418         41.48
met5         -          0             0
met4         0        184         5.216
## per-stage QoR
step           setup slack [ns]  utilization (%)  power [mW]
2_1_floorplan             8.722                -      0.2808
3_3_place_gp              8.578            73.10      0.3495
3_5_place_dp              8.508            73.10      0.3515
4_1_cts                   8.847            75.24      0.4918
5_1_grt                   8.670            75.24      0.5128
6_report                  8.849            75.24      0.4888
## area by class of cell
cell class / instances / area share, %
clock buffers: 10 / 2.649
flip-flops and latches: 64 / 30.82
inverters: 8 / 0.5779
multi-input cells: 336 / 37.78
repair buffers: 135 / 25.67
clock inverters: 2 / 0.1926
well taps: 96 / 2.312
## power groups by stage
stage         combinational (mW)  sequential, mW  clock, mW
CTS                        0.101           0.248      0.143
global route               0.111           0.252      0.150
finish                    0.0998           0.248      0.141
Power and IR drop assume default switching activity.
