==> flow/run.sh <==
#!/bin/bash
# OpenROAD 26Q1-2900-gdf79404cd8, Yosys 0.63+post, stock flow scripts
make -C /OpenROAD-flow-scripts/flow DESIGN_CONFIG=/design/flow/config.mk WORK_HOME=/design/flow/orfs finish
==> flow/config.mk <==
export PLATFORM = sky130hd
export DESIGN_NAME = exception
export DESIGN_NICKNAME = exception
export VERILOG_FILES = /design/flow/design.v
export SDC_FILE = /design/flow/constraint.sdc
export NUM_CORES = 4
export LEC_CHECK = 1
export CORE_UTILIZATION = 30
==> flow/constraint.sdc <==
current_design exception

set clk_period 20.2
set clk_io_pct 0.2

create_clock -name clk0 -period $clk_period [get_ports {clk}]

set non_clock_inputs [all_inputs -no_clocks]
set_input_delay [expr $clk_period * $clk_io_pct] -clock clk0 $non_clock_inputs
set_output_delay [expr $clk_period * $clk_io_pct] -clock clk0 [all_outputs]
==> flow/design.v <==
module mux2 #(parameter N = 64)
				(input logic [N-1:0] d0, d1,
				input logic s,
				output logic [N-1:0] y);
	assign y = s ? d1 : d0;
endmodule
module comp_n #(parameter N=64)
			   (input logic [N-1:0] a, b,
				output logic eq);
	assign eq = a === b;
endmodule
module esync (input logic Exc, resetEsync, reset,
			  output logic out);
	always @(Exc, resetEsync, reset) begin
		if(reset) out <= 1'b0;
		if(resetEsync) out <= 1'b0;			
		if(Exc) out <= 1'b1;
	end
endmodule
module exception (input logic clk, reset, Exc, ERet,
				  input logic [3:0] EStatus,
				  input logic [63:0] NextPC_X, imem_addr_X, ALUBranch_X,
				  input logic [1:0] EDataSel,
				  output logic ExcAck, EProc_X,
				  output logic [63:0] PCBranch_X, readData_X,
				  output logic [63:0] EVAddr_X);
	logic [63:0] Exc_vector = 64'hD8;
	assign EVAddr_X = Exc_vector;
	logic comp_out, sync_out, EProc;
	assign EProc = sync_out & ~reset;
	assign EProc_X = EProc;
	assign ExcAck = comp_out;
	comp_n  #(64) EV_Comp (imem_addr_X, Exc_vector, comp_out);
	esync         ESync   (Exc, comp_out, reset, sync_out);
	logic [63:0] ERR_out, ELR_out;
	logic [3:0] ESR_out;
	flopr_e #(64) ERR     (clk, reset, EProc, NextPC_X, ERR_out);
	flopr_e #(64) ELR     (clk, reset, EProc, imem_addr_X, ELR_out);
	flopr_e #(4)  ESR     (clk, reset, EProc, EStatus , ESR_out);
	mux2    #(64) RET_SEL (ALUBranch_X, ERR_out, ERet, PCBranch_X);
	mux4    #(64) D_SEL   (ERR_out, ELR_out, {60'b0, ESR_out}, 64'b0, EDataSel, readData_X);
endmodule
module flopr_e #(parameter N = 64)
				(input logic clk, reset, enable,
				input logic [N-1: 0] d,
				output logic [N-1: 0] q);
	always_ff @(posedge clk, posedge reset)
		if (reset)       q <= '0;
		else if (enable) q <= d;
endmodule
module mux4 #(parameter N=64)
				(input logic [N-1:0] d0, d1, d2, d3,
				 input logic [1:0] s,
				 output logic [N-1:0] y);
	assign y = s[1] ? (s[0] ? d3 : d2):(s[0] ? d1 : d0);
endmodule
==> impl_metrics.xml <==
<?xml version="1.0" encoding="UTF-8"?>
<metrics>
  <group name="run_status">
    <metric name="run_status" unit="">finished, final reports clean</metric>
  </group>
  <group name="route">
    <metric name="routed-via-count" unit="">5497</metric>
    <metric name="avgRoutedWirePerCell" unit="um">18.1</metric>
    <metric name="route.detailed.drc" unit="">0</metric>
    <metric name="diodes" unit="">0</metric>
    <metric name="route.final.wire_length" unit="um">22600</metric>
    <metric name="detail_route.iter0.violations" unit="">208</metric>
    <metric name="drtAntennaViolNets" unit="">0</metric>
    <metric name="vias_per_cell" unit="">4.41</metric>
    <metric name="drtPass1Iterations" unit="">4</metric>
  </group>
  <group name="floorplanning">
    <metric name="fp.coreArea" unit="um2">24600</metric>
    <metric name="core_util_floorplan" unit="%">30.9</metric>
    <metric name="chip_area" unit="um2">26000</metric>
    <metric name="fp.dieW" unit="um">161</metric>
    <metric name="floorplan.io_pins" unit="">396</metric>
    <metric name="die_height" unit="um">161</metric>
    <metric name="core.rowCount" unit="">57</metric>
  </group>
  <group name="critical_path">
    <metric name="critical_path_peak_fanout" unit="">2</metric>
    <metric name="critical-path-max-stage-delay" unit="ns">0.56</metric>
    <metric name="start_kind" unit="">primary input</metric>
    <metric name="worstPathArrival" unit="ns">6.35</metric>
    <metric name="path_cells" unit="">clkdlybuf4s50_1 &gt; nor4_1 &gt; nand4_1 &gt; nor4_2 &gt; clkdlybuf4s50_1</metric>
    <metric name="endpoint_kind" unit="">primary output</metric>
    <metric name="crit_path_frequent_cell" unit="">sky130_fd_sc_hd__clkdlybuf4s50_1</metric>
    <metric name="setup_cp_type" unit="">primary input to primary output</metric>
    <metric name="required_time_worst_endpoint" unit="ns">16.16</metric>
    <metric name="timing.critical_path.slowest_stage_cell" unit="">sky130_fd_sc_hd__nor4_1</metric>
  </group>
  <group name="global_route">
    <metric name="grt_remaining_overflow" unit="">0</metric>
    <metric name="grt_max_degree" unit="">54</metric>
    <metric name="grt_util_all_layers" unit="%">17.9</metric>
    <metric name="grt_pass1_vias" unit="">5543</metric>
    <metric name="antenna_violations_before_repair" unit="">0</metric>
    <metric name="grt_first_pass_wirelength" unit="um">34400</metric>
  </group>
  <group name="final_timing">
    <metric name="timing.clock.skew" unit="ns">0</metric>
    <metric name="postLayoutSetupSlackWorst" unit="ns">9.81</metric>
    <metric name="tns" unit="ns">0</metric>
    <metric name="timing_worst_slew_pin_value" unit="ns">0.767</metric>
    <metric name="setup-violations-final" unit="">0</metric>
    <metric name="final_period_utilization" unit="%">51.4</metric>
    <metric name="slew_headroom" unit="%">48.9</metric>
    <metric name="final-hold-violation-count" unit="">0</metric>
    <metric name="number_of_unconstrained_endpoints" unit="">1</metric>
    <metric name="unclocked_regs" unit="">1</metric>
    <metric name="timing.hold.ws" unit="ns">0.503</metric>
    <metric name="rsz0062_at_grt" unit="">false</metric>
    <metric name="maximum_operating_frequency" unit="MHz">96.3</metric>
    <metric name="minimum_clock_period_after_layout" unit="ns">10.39</metric>
    <metric name="report.final.slew_viol_count" unit="">0</metric>
  </group>
  <group name="synth">
    <metric name="syn_area" unit="um2">7600</metric>
    <metric name="synthesized_netlist_cell_count" unit="">588</metric>
    <metric name="yosys.stat.chipArea" unit="um2">7600</metric>
    <metric name="yosys_cells" unit="">588</metric>
    <metric name="synth_register_bits" unit="">133</metric>
    <metric name="synth_warnings" unit="">4</metric>
    <metric name="synthesis.area_per_instance" unit="um2">12.9</metric>
    <metric name="number_of_unique_standard_cell_types_used_by_synthesis" unit="">23</metric>
  </group>
  <group name="final_layout">
    <metric name="drive_gt1_share" unit="%">26.4</metric>
    <metric name="fillers" unit="">2257</metric>
    <metric name="area_growth_syn_to_layout" unit="%">51.1</metric>
  </group>
  <group name="clock_tree">
    <metric name="cts.path.max_buffers" unit="">2</metric>
    <metric name="cts_htree_levels" unit="">4</metric>
    <metric name="ctsResizeCount" unit="">0</metric>
    <metric name="ctsHoldBuffers" unit="">0</metric>
    <metric name="clkSlewWorstSetupHoldPaths" unit="ns">0.06</metric>
    <metric name="post-cts-setup-buffer-count" unit="">0</metric>
    <metric name="clock_tree_from_tritoncts" unit="">done</metric>
    <metric name="tritoncts.num_buffers" unit="">17</metric>
    <metric name="clock_tree.root_cell" unit="">sky130_fd_sc_hd__clkbuf_16</metric>
    <metric name="worst_skew_pair.late_latency" unit="ns">0.41</metric>
  </group>
  <group name="placed_design">
    <metric name="post-place-ws" unit="ns">9.64</metric>
    <metric name="portbufs" unit="">331</metric>
    <metric name="hpwl" unit="um">16700</metric>
    <metric name="gp_routability_congestion" unit="">0.815</metric>
  </group>
  <group name="flow_run">
    <metric name="warnings" unit="">25</metric>
    <metric name="cap_violations" unit="">0</metric>
  </group>
  <group name="min_path">
    <metric name="min-delay-path-class" unit="">flip-flop to flip-flop</metric>
  </group>
  <group name="pwr">
    <metric name="ir_drop" unit="mV">0.0487</metric>
    <metric name="power.density" unit="nW/um2">71.5</metric>
    <metric name="power.static_leakage" unit="uW">0.00492</metric>
    <metric name="totalPowerFinal" unit="uW">821</metric>
  </group>
</metrics>
-- layer usage --
layer  global-route usage [%]  part of all wire [%]  vias up
li1                         -                     -     2593
met1                     25.3                    43     2659
met2                     29.4                    49      231
met3                     4.06                   6.6       14
met4                     2.14                   1.4        0
met5                        0                     0        -
-- placed cells by master, fill, tap and decap left out, drive strengths merged --
cell | Yosys | layout
and4b | 1 | 1
buf | 95 | 12
bufinv | 0 | 3
clkbuf | 5 | 18
clkdlybuf4s50 | 0 | 328
clkinv | 0 | 5
clkinvlp | 0 | 3
conb | 2 | 64
dfrtp | 132 | 132
dlxtn | 1 | 1
inv | 1 | 4
mux2 | 196 | 196
mux2i | 64 | 64
nand2 | 4 | 4
nand4 | 4 | 4
nor2 | 60 | 60
nor2b | 2 | 2
nor3 | 1 | 1
nor4 | 15 | 15
nor4b | 1 | 1
o21ai | 4 | 4
-- Yosys cell counts (all sizes together) --
cell,count,area share [%]
mux2,196,32
dfrtp,132,43
buf,95,9.6
mux2i,64,8.4
nor2,60,3.0
nor4,15,1.3
clkbuf,5,0.25
nand2,4,0.20
nand4,4,0.33
o21ai,4,0.26
conb,2,0.099
nor2b,2,0.16
and4b,1,0.13
dlxtn,1,0.20
inv,1,0.049
nor3,1,0.066
nor4b,1,0.12
-- critical path, delay by kind of cell --
family,cells,cell delay [ns]
buffers and inverters,2,0.99
AND/OR/NAND/NOR,3,1.32
-- kinds of logic (layout without fill, tap and decap cells) --
group	Yosys count	after routing	share of synthesized area [%]
muxes	260	260	40.9
buffers and inverters	101	373	9.86
latches	1	1	0.197
DFF	132	132	43.4
AOI/OAI and AO/OA	4	4	0.263
other	2	64	0.0988
and+or+nand+nor	88	88	5.28
-- power by group --
part           switching, uW  internal [uW]
Combinational           50.3            131
Clock                    125            199
Sequential              21.8            294
-- path summary, 6_finish.rpt --
path | startpoint | to | slack [ns] | cells after the start
max reg2reg | ERR.q[48]$_DFFE_PP0P_ | ERR.q[48]$_DFFE_PP0P_ | 19.37 | 1
max | imem_addr_X[14] | ExcAck | 9.81 | 5
min reg2reg | ELR.q[29]$_DFFE_PP0P_ | ELR.q[29]$_DFFE_PP0P_ | 0.50 | 1
max in group asynchronous | reset | ELR.q[6]$_DFFE_PP0P_ | 15.10 | 3
min in group asynchronous | reset | ERR.q[33]$_DFFE_PP0P_ | 4.08 | 2
min | ELR.q[29]$_DFFE_PP0P_ | ELR.q[29]$_DFFE_PP0P_ | 0.50 | 1
-- cell type report --
class                           count  area, um2  share of cell area [%]
Tap cell                          324        405                    3.53
Timing Repair Buffer              340       3370                    29.3
Inverter                            1       8.76                  0.0762
Sequential cell                   133       3320                    28.9
Clock buffer                       18        439                    3.82
Multi-Input combinational cell    416       3780                    32.9
Clock inverter                     14        175                    1.52
-- sequential cells by signal (all words and copies together) (netlist names) --
name / flops
ERR.q: 64
ESync.out: 1
ESR.q: 4
ELR.q: 64
-- metrics by stage --
step / cells / utilization [%] / cell area [um2]
6_report: 1246 / 46.7 / 11500
3_3_place_gp: 1214 / 44.2 / 10900
4_1_cts: 1246 / 46.7 / 11500
2_1_floorplan: 650 / - / 7840
5_1_grt: 1246 / 46.7 / 11500
3_5_place_dp: 1214 / 44.2 / 10900
No activity file was given, so power comes from the tool's default toggle rates.
